==> flow/design.v <==
`default_nettype none
module 
picoblaze_template
#(
parameter clk_freq_in_hz = 25000000
) (
        output reg blinking_led,
				output reg[7:0] led,
				input clk,
				input [7:0] input_data,
        input [31:0] variable_clk_freq_hz,
        input Synched_Clock_22KHz,
			   output wire [23:0] sseg
			     );
wire[9:0]  address;
wire[17:0]  instruction;
wire[7:0]  port_id;
wire[7:0]  out_port;
reg[7:0]  in_port;
wire  write_strobe;
wire  read_strobe;
reg  interrupt;
wire  interrupt_ack;
wire  kcpsm3_reset;
reg[26:0] int_count;
reg event_1hz;
reg        lcd_rw_control;
reg[7:0]   lcd_output_data;
pacoblaze3 led_8seg_kcpsm
(
                  .address(address),
               .instruction(instruction),
                   .port_id(port_id),
              .write_strobe(write_strobe),
                  .out_port(out_port),
               .read_strobe(read_strobe),
                   .in_port(in_port),
                 .interrupt(interrupt),
             .interrupt_ack(interrupt_ack),
                     .reset(kcpsm3_reset),
                       .clk(clk));
 wire [19:0] raw_instruction;
	pacoblaze_instruction_memory 
	pacoblaze_instruction_memory_inst(
     	.addr(address),
	    .outdata(raw_instruction)
	);
	always @ (posedge clk)
	begin
	      instruction <= raw_instruction[17:0];
	end
    assign kcpsm3_reset = 0;                       
always @ (posedge Synched_Clock_22KHz   or posedge interrupt_ack)   
 begin
      if (interrupt_ack)  
            interrupt <= 0;
      else
		begin 
		      interrupt <= 1;
      end
 end
 always @ (posedge clk)
 begin
    case (port_id[7:0])
        8'h0:    in_port <= input_data;
        default: in_port <= 8'bx;
    endcase
end
  always @ (posedge clk)
  begin
        if (write_strobe & port_id[7])   
          led <= out_port;
        if (write_strobe & port_id[6])   
          blinking_led <= out_port[0];
		  if (write_strobe & port_id[5])   
          sseg[15:8] <= out_port;
        if (write_strobe & port_id[4])   
          sseg[23:16] <= out_port;
  end
endmodule
module blockram(
	clk, rst,
	enb, wen, addr, din, dout
);
parameter width = 8, depth = 10, size = 1<<depth;
input clk, rst, enb, wen;
input [depth-1:0] addr;
input [width-1:0] din;
output reg [width-1:0] dout;
reg [width-1:0] ram[0:size-1];
always @(posedge clk)
	if (rst) dout <= 'hx;  
	else if (enb)
		if (wen) ram[addr] <= din;
		else dout <= ram[addr];
endmodule
==> flow/run.sh <==
#!/bin/bash
# OpenROAD 26Q1-2900-gdf79404cd8, Yosys 0.63+post, stock flow scripts
make -C /OpenROAD-flow-scripts/flow DESIGN_CONFIG=/design/flow/config.mk WORK_HOME=/design/flow/orfs finish
==> flow/config.mk <==
export PLATFORM = sky130hd
export DESIGN_NAME = blockram
export DESIGN_NICKNAME = blockram
export VERILOG_FILES = /design/flow/design.v
export SDC_FILE = /design/flow/constraint.sdc
export NUM_CORES = 4
export LEC_CHECK = 1
export CORE_UTILIZATION = 50
export SYNTH_MEMORY_MAX_BITS = 65536
==> flow/constraint.sdc <==
current_design blockram

set clk_period 50.9
set clk_io_pct 0.2

create_clock -name clk0 -period $clk_period [get_ports {clk}]

set non_clock_inputs [all_inputs -no_clocks]
set_input_delay [expr $clk_period * $clk_io_pct] -clock clk0 $non_clock_inputs
set_output_delay [expr $clk_period * $clk_io_pct] -clock clk0 [all_outputs]
==> flow_summary.ini <==
; synthesis and place-and-route metrics
[worst_setup_path]
path_delay_family = buffers and inverters
r2r_cells = 7
crit_buf_inv = 8
r2r_start = ram[539][5]$_DFFE_PP_
worstPathMaxFanout = 69
cp-start-kind = input port
slowest_stage = nor4_1
cp.required_ns = 51.76
r2r_end = dout[5]$_DFFE_PP_
crit_path_end_kind = flop
worstSetupPathType = input port to flop
r2r_slack_ns = 46.54
cp.arrival_ns = 17.64
path_cells = buf_16, buf_4, buf_4, buf_4, buf_4, buf_4, buf_4, buf_4, mux2i_1, o22ai_1, nor4_1, nand3_1, nand4_1, and4b_1, nand4b_1
crit_top_cell = buf_4
cp_slowest_stage_delay_ns = 0.88

[global_routing]
grt_max_degree = 125
grt_pass1_wl_um = 1290000
global_route.usage.total_pct = 32.5
grt_pass1_vias = 170000
antenna_found_initial = 101
gr-total-overflow = 0

[route]
wl_per_cell_um = 34.7
via_count = 162000
via_per_inst = 6.14
drc = 0
dr.first_iter.drc_count = 12100
first_pass_iters = 6
routed_wl_um = 918000
drtAntennaViolNets = 0

[cts]
cts_tree = built
clkTransAtPathRegs_ns = 0.06
cts_root_buf = clkbuf_16
post_cts_buffers = 0
cts_hold_buf = 0
clock_latency_ns = 1.18
htree_levels = 6
clockBufferDepth = 4
cts-buffers-inserted = 810
clock-sinks = 8200
cts_resized = 0

[synth]
synth-edff-count = 8200
syn_avg_cell_area_um2 = 18.9
ys_top_cells_by_area = edfxtp_1 (78%), mux2i_1 (8.5%), mux4_2 (4.9%), o22ai_1 (2.2%), nor2_1 (1.5%)
ys_types = 77
ys_seq_share_pct = 77.8
top_area_cell = edfxtp_1
synthFlopType = edfxtp_1
ys_ff = 8200
syn-instance-count = 16800
synth_async_sr_flop_share_pct = 0
top_cell_area_share_pct = 77.8
yosysChipArea_um2 = 317000
synth_warnings = 1
synth_area_um2 = 317000
ys_cells = 16800

[die]
die_y_um = 798
core-area_um2 = 629000
io-pin-count = 30
fp_util_pct = 50.3
die_w_um = 798
die_area_um2 = 636000
num_rows = 291

[sta]
fmaxAchievable_mhz = 59.6
slew_violations = 12
fin_tns_setup_ns = 0
fin_skew_ns = 0.0638
relSlewSlack_pct = -12.3
whs_ns = 1.25
setup_viol = 0
tightest_slew_ns = 1.67
rsz0062_at_grt = no
finalCritPeriodShare_pct = 33.0
min_period_ns = 16.78
hold_viol = 0

[pwr]
ir_worst_vdd_uv = 38.4
comb_power_share_pct = 4.4
power.leakage_nw = 116
power.internal_w = 0.0108
switching_share_pct = 21.4
power.switching_w = 0.00294
clkPwrFrac_pct = 41.5
power_density_nw_per_um2 = 38.9
p_total_w = 0.0138
seq_power_share_pct = 54.1

[run]
log.warning_count = 51
drv_cap = 1

[finish]
final_cells = 26400
drive_above_1_share_pct = 14.7
lay_top_count = edfxtp_1
most-common-layout-cells = edfxtp_1 (8,200), mux2i_1 (2,701), nor2_1 (1,298)
postLayoutCoreUtil_pct = 56.3
area_delta_synth_final_pct = 11.8

[hold_path]
hold_class = flop to flop
holdPathEnd = dout[2]$_DFFE_PP_
whs_path_depth = 7
worstHoldStart = ram[836][2]$_DFFE_PP_

[placed_design]
dp_hpwl_um = 566000
gp_congestion = 0.938
io_buffers = 29
placed_cells = 24800

[outcome]
outcome = finished, violations left
violations = max-capacitance violations, max-slew violations
==> synthesized netlist by cell type, drive strengths merged, types with 8 or more instances <==
cell     instances
edfxtp        8200
mux2i         2701
nor2          1301
o22ai         1130
mux4           702
buf            651
clkbuf         432
nand2          249
nor4           242
o21ai          214
a22oi          181
nand3          145
nor3           145
a211oi          76
a31oi           56
a22o            36
nand4           33
o2111ai         25
a21oi           21
mux2            20
or3             20
o211ai          19
o221ai          15
nand3b          12
o21a            12
nand4b          11
a221oi          10
a311oi           9
and3             9
a2111oi          8
==> tightest hold or removal path, cell delays in order, from the launching register on <==
cell,delay (ns)
edfxtp_1,0.32
mux2i_1,0.06
nor2_1,0.08
a211oi_1,0.07
a211oi_1,0.18
a2111oi_0,0.09
buf_4,0.19
nand4b_1,0.09
==> flip-flops by register name (all words and copies together) (netlist names) <==
register and cells:
dout 8, ram 8192
==> through the flow <==
step | instance area, µm² | setup WS (ns)
2_1_floorplan | 317000 | 38.02
3_5_place_dp | 329000 | 33.02
4_1_cts | 354000 | 34.21
6_report | 354000 | 34.12
3_3_place_gp | 329000 | 33.06
5_1_grt | 354000 | 33.66
==> power by group through the flow <==
stage         combinational, W  clock [W]  sequential, W
CTS                   0.000606    0.00578        0.00744
global route          0.000642    0.00603        0.00743
finish                0.000609    0.00571        0.00744
==> layout make-up <==
class | instances | area, µm²
fill | 46500 | 275000
antenna | 139 | 348
multi-input combinational | 7499 | 65500
clock inverter | 443 | 3750
tap | 8350 | 10400
sequential | 8200 | 246000
clock buffer | 1028 | 21400
timing repair buffer | 771 | 6300
inverter | 3 | 11.3
==> metal layers <==
metal  wire [µm]  track usage, %
met5        1910            1.67
met4       43300            12.1
met3      171000            25.7
met2      415000            44.3
met1      287000            41.3
==> cells by family (layout without fill, tap and decap cells) <==
logic type | count (synthesis) | count (layout) | synth area share [%]
DFF | 8200 | 8200 | 77.8
muxes | 3423 | 3423 | 13.6
and+or+nand+nor | 2218 | 2218 | 3.10
AOI/OAI and AO/OA | 1858 | 1858 | 3.84
buffers and inverters | 1088 | 2245 | 1.65
other | 0 | 139 | 0
==> worst max-delay path by stage <==
stage,startpoint,end,slack [ns],depth (start not counted)
global route,addr[1],dout[2]$_DFFE_PP_,33.66,15
CTS,addr[1],dout[3]$_DFFE_PP_,34.21,15
finish,addr[1],dout[3]$_DFFE_PP_,34.12,15
Power is estimated from default activity; no workload was simulated.
