$ cat ./config.mk
export PLATFORM = sky130hd
export DESIGN_NAME = addsub1
export DESIGN_NICKNAME = addsub1
export VERILOG_FILES = /design/flow/design.v
export SDC_FILE = /design/flow/constraint.sdc
export NUM_CORES = 4
export LEC_CHECK = 1
export CORE_AREA = 10 10 79 79
export DIE_AREA = 0 0 89 89
$ cat ./constraint.sdc
current_design addsub1

set clk_period 21.7
set clk_io_pct 0.2

create_clock -name clk0 -period $clk_period

set non_clock_inputs [all_inputs -no_clocks]
set_input_delay [expr $clk_period * $clk_io_pct] -clock clk0 $non_clock_inputs
set_output_delay [expr $clk_period * $clk_io_pct] -clock clk0 [all_outputs]
$ cat ./design.v
`default_nettype none
module 
picoblaze_template
#(
parameter clk_freq_in_hz = 25000000
) (
        output reg blinking_led,
				output reg[7:0] led,
				input clk,
				input [7:0] input_data,
        input [31:0] variable_clk_freq_hz,
        input Synched_Clock_22KHz,
			   output wire [23:0] sseg
			     );
wire[9:0]  address;
wire[17:0]  instruction;
wire[7:0]  port_id;
wire[7:0]  out_port;
reg[7:0]  in_port;
wire  write_strobe;
wire  read_strobe;
reg  interrupt;
wire  interrupt_ack;
wire  kcpsm3_reset;
reg[26:0] int_count;
reg event_1hz;
reg        lcd_rw_control;
reg[7:0]   lcd_output_data;
pacoblaze3 led_8seg_kcpsm
(
                  .address(address),
               .instruction(instruction),
                   .port_id(port_id),
              .write_strobe(write_strobe),
                  .out_port(out_port),
               .read_strobe(read_strobe),
                   .in_port(in_port),
                 .interrupt(interrupt),
             .interrupt_ack(interrupt_ack),
                     .reset(kcpsm3_reset),
                       .clk(clk));
 wire [19:0] raw_instruction;
	pacoblaze_instruction_memory 
	pacoblaze_instruction_memory_inst(
     	.addr(address),
	    .outdata(raw_instruction)
	);
	always @ (posedge clk)
	begin
	      instruction <= raw_instruction[17:0];
	end
    assign kcpsm3_reset = 0;                       
always @ (posedge Synched_Clock_22KHz   or posedge interrupt_ack)   
 begin
      if (interrupt_ack)  
            interrupt <= 0;
      else
		begin 
		      interrupt <= 1;
      end
 end
 always @ (posedge clk)
 begin
    case (port_id[7:0])
        8'h0:    in_port <= input_data;
        default: in_port <= 8'bx;
    endcase
end
  always @ (posedge clk)
  begin
        if (write_strobe & port_id[7])   
          led <= out_port;
        if (write_strobe & port_id[6])   
          blinking_led <= out_port[0];
		  if (write_strobe & port_id[5])   
          sseg[15:8] <= out_port;
        if (write_strobe & port_id[4])   
          sseg[23:16] <= out_port;
  end
endmodule
module addsub1(
	op, oc, y, a, b, c_in,
	c_out, h_out
);
input op, oc;  
output [16-1:0] y;
input [16-1:0] a, b;
input c_in;
output c_out;
output h_out;
wire [16/2-1:0] yh, yl;
wire [16/2-1:0]
	ah = a[16-1:16/2], al = a[16/2-1:0];
wire [16/2-1:0] bh, bl;
wire c =
	(!oc) ? 0 :
	(op) ? ~c_in : c_in;
wire d, e;
assign bh = (op) ? ~b[16-1:16/2] : b[16-1:16/2];
assign bl = (op) ? ~b[16/2-1:0] : b[16/2-1:0];
assign {d, yl} = al + bl + c;
assign {e, yh} = ah + bh + d;
assign h_out = (op) ? ~d : d;
assign c_out = (op) ? ~e : e;
assign y = {yh, yl};
endmodule
module addsub2(
	op, oc, y, yl, a, b, c_in,
	c_out, h_out
);
input op, oc;  
output [16-1:0] y;
input [16-1:0] a, b;
input c_in;
output c_out;
output h_out;
output [16/2-1:0] yl;
wire [16/2-1:0]
	al = a[16/2-1:0];
wire [16-1:0] bs;
wire [16/2-1:0] bl;
wire c =
	(!oc) ? 0 :
	(op) ? ~c_in : c_in;
wire d, e;
assign bl = (op) ? ~b[16/2-1:0] : b[16/2-1:0];
assign bs = (op) ? ~b : b;
assign {d, yl} = al + bl + c;
assign {e, y} = a + bs + c;
assign h_out = (op) ? ~d : d;
assign c_out = (op) ? ~e : e;
endmodule
$ cat ./run.sh
#!/bin/bash
# OpenROAD 26Q1-2900-gdf79404cd8, Yosys 0.63+post, stock flow scripts
make -C /OpenROAD-flow-scripts/flow DESIGN_CONFIG=/design/flow/config.mk WORK_HOME=/design/flow/orfs finish
==> qor.csv <==
metric,value,unit
register share after synthesis,0,%
Std-Cell Rows,25,
Worst Hold Class,primary input to output pin,
Slew @ Worst Pin,338,ps
Final Max Slew Viols,0,
final wirelength,2830,microns
setup bufs post-CTS,0,
hold path startpoint,oc,
final setup TNS,0,ps
Tcrit/Tclk final,61.1,%
Post-CTS Hold Buffers,0,
# Max-Cap Violations,0,
Gate Count Post-Synth,118,
router iterations before antenna repair,4,
WHS Endpoint,y[0],
syn avg cell area,8.04,sq um
RePlAce Congestion,0.765,
# port buffers,53,
post-route ant nets,0,
warning total across the stage logs,32,
Peak supply drop,0.0178,mV
"most common cell after layout, fill and taps aside",clkdlybuf4s50_1,
Tot Pwr,60.1,uW
unrepaired setup endpoints after global routing,false,
MI comb area,885,sq um
Peak Freq,0.0754,GHz
vias in the first global route,978,
Lkg Pwr,0.636,nW
DR vias/cell,4.51,
crit-path max FO,24,
Cell Type Count,26,
hpwl dp,2460,microns
Vias,1005,
Synth-to-Final Area Change,62.3,%
YS chip area,948,sq um
post-layout minimum cycle time,13260,ps
fp_density,20.3,%
grt total ovfl,0,
CP Data Required Time,17360,ps
die height,89,microns
Top-Level Pins,53,
initial antenna violation count,0,
largest net degree at the start of global routing,25,
filler cell count,516,
clock buffer count,0,
Pwr Density,39.1,mW/mm^2
post-synthesis cell area,948,sq um
layout cells sized above 1,4.73,%
first-pass GRT wire length,4490,microns
WL/cell,12.7,microns
CORE AREA,0.00466,sq mm
crit path DAT,8920,ps
Hold Path Stages,5,
final setup fails,0,
drt initial violations,31,
yosys warns,0,
Rel. slew slack,77.4,%
Die W,89,microns
Reg area,0,sq um
Seq cells,0,
overall routing resource usage,6.86,%
post_cts resized,0,
status,"finished, final reports clean",
yosys cell count,118,
ant diodes,0,
endpoint class of the critical path,output pin,
final routed DRC violation total,0,
crit path launch type,primary input,
Fin. Hold Viols,0,
chip area,0.00792,sq mm
Setup CP Type,primary input to output pin,
Top Layout Cells,"clkdlybuf4s50_1 (53), xor2_1 (19), ha_1 (14)",
## per-layer routing
metal	track usage (%)	wire length, microns	part of all wire [%]
met1	9.07	1300	46
met2	11.7	1320	47
met3	1.74	213	7.5
met4	0	0	0
met5	0	0	0
## power breakdown
group | leakage [nW] | switching [mW] | total, mW | internal [mW]
Combinational | 0.636 | 0.0225 | 0.0601 | 0.0377
Sequential | 0 | 0 | 0 | 0
Clock | 0 | 0 | 0 | 0
## cell families after synthesis
family | count (synthesis) | synth area share (%)
xor gates and xnor gates | 27 | 24.9
buffers and inverters | 16 | 6.73
adders and majority gates | 18 | 26.9
and+or+nand+nor | 26 | 15.0
AOI/OAI and AO/OA | 31 | 26.4
## per-stage QoR
stage / util (%) / setup slack (ps) / instances / area, sq um / hold slack [ps]
floorplan: - / 9570 / 118 / 948 / 8870
global placement: 33.0 / 8440 / 223 / 1540 / 9740
detailed placement: 33.0 / 8400 / 223 / 1540 / 9740
CTS: 33.0 / 8370 / 223 / 1540 / 9750
global route: 33.0 / 8120 / 223 / 1540 / 9780
finish: 33.0 / 8440 / 223 / 1540 / 9750
## how the worst max path moves through the flow
stage / from / slack [ps] / end
4_1_cts: op / 8370 / c_out
5_1_grt: op / 8120 / c_out
6_report: op / 8440 / c_out
## synthesized netlist by cell type, drive strengths merged
cell type | instances | share of area [%]
nand2 | 6 | 2.6
nand2b | 1 | 0.66
buf | 3 | 1.6
a21o | 2 | 1.6
nand4 | 2 | 1.3
a21oi | 2 | 1.8
a311oi | 2 | 1.8
and2b | 2 | 1.8
a31oi | 5 | 3.3
o311ai | 2 | 1.8
xor2 | 19 | 18
nor2 | 7 | 2.8
o21a | 4 | 3.2
fa | 4 | 8.4
o2111ai | 6 | 6.9
inv | 13 | 5.1
o21ai | 4 | 2.1
nor3b | 4 | 3.2
ha | 14 | 18
a211o | 4 | 3.8
nor2b | 4 | 2.6
xnor2 | 8 | 7.4
## worst max-delay path, cell delays in order
cell             delay [ps]
clkdlybuf4s50_1         450
buf_4                   320
xor2_1                  170
nand2_1                  80
fa_1                    400
fa_1                    410
and2b_4                 270
o2111ai_2               140
a31oi_1                 200
nor2_1                   70
fa_1                    390
fa_1                    400
and2b_1                 240
o2111ai_2               130
a211o_1                 310
o311ai_1                 70
clkdlybuf4s50_1         520
## final cells by class
| cell class | instances | area share (%) |
|---|---|---|
| timing repair buffer | 54 | 35.0 |
| multi-input combinational | 102 | 57.5 |
| tap | 54 | 4.39 |
| inverter | 13 | 3.17 |
Power and IR drop assume default switching activity.
